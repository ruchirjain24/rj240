## /design/flow/run.sh

```bash
#!/bin/bash
# OpenROAD 26Q1-2900-gdf79404cd8, Yosys 0.63+post, stock flow scripts
make -C /OpenROAD-flow-scripts/flow DESIGN_CONFIG=/design/flow/config.mk WORK_HOME=/design/flow/orfs finish
```

## /design/flow/config.mk

```make
export PLATFORM = sky130hd
export DESIGN_NAME = added
export DESIGN_NICKNAME = added
export VERILOG_FILES = /design/flow/design.v
export SDC_FILE = /design/flow/constraint.sdc
export NUM_CORES = 4
export LEC_CHECK = 1
export CORE_AREA = 10 10 111 111
export DIE_AREA = 0 0 121 121
```

## /design/flow/constraint.sdc

```tcl
current_design added

set clk_period 18.8
set clk_io_pct 0.2

create_clock -name clk0 -period $clk_period

set non_clock_inputs [all_inputs -no_clocks]
set_input_delay [expr $clk_period * $clk_io_pct] -clock clk0 $non_clock_inputs
set_output_delay [expr $clk_period * $clk_io_pct] -clock clk0 [all_outputs]
```

## /design/flow/design.v

```verilog
module added(A,B,cin,sum,cout);
    input [31:0] A,B;
    output [31:0] sum;
    input cin;
    output cout;
    assign {cout,sum} = A+B+cin;
endmodule
module test_Added;
    reg [31:0] A,B;
    reg cin;
    wire cout;
    wire [31:0] sum;
    added aaa(A,B,cin,sum,cout);
    initial begin
        A = 32'd0;
        B = 32'd11;
        cin = 1'b1; 
    end
    initial begin
        $monitor($time," A = %d \t B = %d \t cin = %b \t cout = %b \t sum = %d\n",A,B,cin,cout,sum);
        #5 cin=1'b0;
        #5 B=32'hFFFFFFFF;
        A=32'd1;
        #5 B=32'hCCCCAAAA;
    end
endmodule 
```

==> results_slide.txt <==
Flow Results at a Glance

Routing
  – Vias: roughly 2200
  – N_diodes: 0
  – Detailed Route WL: 6790 um
  – Vias per Instance: ~4.6
  – ANT nets after route: 0
  – Wire per inst: between 10 and 15 um
  – DRT Pass-1 Iters: 4
  – DR iter-0 viols: 119
  – DRC Markers: 0

Die
  – Die H: roughly 120 um
  – Core Area: between 9000 and 10000 um2
  – Die width: about 120 um
  – Fp_density: 18.8%
  – Chip area: between 10000 and 15000 um2
  – # IOs: approximately 98
  – Rows: 36

Yosys
  – Cell Area, Synth: around 1900 um2
  – Cells after synthesis: between 200 and 300
  – Dominant combinational family: AND-OR/OR-AND gates
  – Post-Syn Area per Cell: about 7 um2
  – Yosys aoi share: 37.9%
  – Sequential fraction of the synthesis area: 0%
  – Area figure in the yosys stat output: around 1900 um2
  – Ys cells: between 200 and 300
  – Basic Gates by Area: 22.9%
  – Yosys adder share: 23.1%
  – Mux share: 0.540%
  – Yosys warnings: 0
  – Synth unique cells: approximately 52
  – Post-Synth XOR/XNOR Area: between 10% and 20%

STA
  – Fin. Hold Viols: 0
  – Slew HR: about 47%
  – Fin crit share: ~58%
  – Tightest Pin Transition: slightly below 0.8 ns
  – F_max: 92.1 MHz
  – Setup TNS: 0 ns
  – Pins over their slew limit: 0
  – Final Critical Period: between 10 and 15 ns
  – RSZ-0062 raised after global routing: no
  – Final Setup Violations: 0

Clock network
  – Post-CTS setup buffer count: 0
  – CTS hold repair buffers: 0
  – CTS-repair resized insts: 0

Placement
  – Hpwl dp: between 6000 and 7000 um
  – PortBufs: a little under 100
  – Placer congestion estimate: approximately 0.89
  – Placed instance area: between 2000 and 3000 um2

Setup path
  – CP required: 15.04 ns
  – Slowest-stage cell, CP: clkdlybuf4s50_1
  – Largest stage delay, worst path: between 0.5 and 0.6 ns
  – Worst-path cell chain: clkdlybuf4s50_1, fa_1, fa_1, a21oi_1, o32ai_1, o211ai_2, a21o_1, o21ai_2, a21o_1, a311oi_1, clkdlybuf4s50_1
  – Crit. End Element: output pin
  – Arrival time worst endpoint: 7.10 ns
  – CP Launch Type: primary input
  – Maximum fanout along the worst path: 4
  – Critical path class: in -> out

Cells and area
  – Flop Count: 0
  – MI comb area: 1780 um2
  – Layout cell share with drive strength beyond 1: 3.13%
  – Final design area excluding fillers: ~3000 um2
  – Area grow syn2layout: 59.4%
  – Fill cell count: about 1000
  – Clock buffers: 0
  – FF/Latch Area: 0 um2

Global route
  – Initial antenna violation count: 0
  – Total track usage: under 10%
  – Largest net degree at the start of global routing: 13
  – First-pass GRT wire length: roughly 11000 um
  – Vias in the first global route: around 2300
  – Grt ovf: 0

Flow run
  – Tool warnings: 32
  – Max_cap viols: 0

Pwr
  – VDD IR max: about 0.000014 V
  – Leak: approximately 1.2 nW
  – Comb power frac: 100.0%
  – Internal Pwr Total: 0.0629 mW
  – P_sw: about 0.046 mW
  – Seq pwr share: 0%
  – Pwr/cell area: 36.7 nW/um2
  – Clock network fraction of total power: 0%
  – Sw Ratio: around two fifths

Min path
  – Worst hold path class: in -> out

Outcome
  – Status: finished, final reports clean
==> routing by layer <==
layer	global-route usage, %	up-vias	routed length [um]
met5	0	-	0
met4	0.528	0	41
met3	2.60	2	635
met2	13.9	76	2910
met1	12.2	964	3200
li1	-	1178	-
==> final timing paths <==
| check | from | to | slack, ns | cells after the start |
|---|---|---|---|---|
| hold / removal | cin | sum[0] | 8.60 | 3 |
| setup / recovery | A[0] | sum[28] | 7.94 | 11 |
==> cells in the mapped netlist, types with 2 or more instances <==
| library cell | n | area (um2) |
|---|---|---|
| o21a_1 | 4 | 30.0 |
| ha_1 | 31 | 388 |
| xor2_1 | 15 | 131 |
| a211o_1 | 3 | 26.3 |
| nand4_1 | 8 | 50.1 |
| o31ai_1 | 3 | 22.5 |
| a21o_1 | 12 | 90.1 |
| o21ai_1 | 8 | 40.0 |
| xnor2_1 | 10 | 87.6 |
| inv_1 | 6 | 22.5 |
| fa_1 | 2 | 40.0 |
| a21boi_1 | 2 | 15.0 |
| a211oi_1 | 6 | 45.0 |
| nor2_1 | 20 | 75.1 |
| buf_6 | 3 | 33.8 |
| o21bai_1 | 5 | 37.5 |
| nand3_1 | 5 | 25.0 |
| o21ai_0 | 12 | 60.1 |
| a21oi_1 | 34 | 170 |
| and3_1 | 4 | 25.0 |
| nand2_1 | 23 | 86.3 |
| or3_1 | 4 | 25.0 |
| nor3_1 | 7 | 35.0 |
| o211ai_1 | 4 | 30.0 |
==> critical path: cells and delay by family <==
family	cells	cell delay (ns)
buf+inv	2	0.96
fa+ha+maj	2	0.90
compound gates	7	1.45
==> layout by cell type, fill, tap and decap left out, types with 2 or more instances in the layout <==
cell and count:
nand3_1 5, nor2_1 20, o21ai_0 12, a21o_1 12
a211o_1 3, o21a_1 4, xnor2_1 10, nand2_1 23
a21boi_1 2, o21ai_1 8, nand4_1 8, xor2_1 15
o21bai_1 5, inv_1 6, nor3_1 7, and3_1 4
o31ai_1 3, a21oi_1 34, or3_1 4, fa_1 2
a211oi_1 6, ha_1 31, o211ai_1 4, clkdlybuf4s50_1 98
==> power groups by stage <==
stage	clock, mW	combinational, mW	sequential, mW
finish	0	0.108	0
global route	0	0.120	0
CTS	0	0.110	0
==> area by class of cell <==
| cell class | instances | share of cell area (%) |
|---|---|---|
| Inverter | 7 | 0.889 |
| Multi-Input combinational cell | 247 | 60.3 |
| Tap cell | 133 | 5.63 |
| Timing Repair Buffer | 98 | 33.2 |
==> through the flow <==
| step | std cells | setup slack, ns | util [%] | hold slack, ns | power, mW |
|---|---|---|---|---|---|
| floorplan | 259 | 9.15 | - | 7.62 | 0.0525 |
| global placement | 485 | 8.00 | 30.0 | 8.62 | 0.110 |
| detailed placement | 485 | 7.95 | 30.0 | 8.60 | 0.110 |
| CTS | 485 | 7.93 | 30.0 | 8.61 | 0.110 |
| global route | 485 | 7.78 | 30.0 | 8.64 | 0.120 |
| finish | 485 | 7.94 | 30.0 | 8.60 | 0.108 |
==> logic make-up after synthesis <==
| family | count (synthesis) |
|---|---|
| adders and majority gates | 33 |
| buffers and inverters | 12 |
| and+or+nand+nor | 83 |
| xor gates and xnor gates | 25 |
| muxes | 1 |
| AOI/OAI and AO/OA | 105 |
Power is estimated from default activity; no workload was simulated.

**/design/flow/design.v**
```verilog
module jkfflop(input  J, K , clk ,rst, output reg Q);  
  always @(posedge clk) 
    begin
        if(rst)
            Q <= 1'b0;
        else 
            begin
                case({J,K})
                2'b00 : Q <= Q   ;   
                2'b01 : Q <= 1'b0;   
                2'b10 : Q <= 1'b1;   
                2'b11 : Q <= ~Q  ;   
                endcase
            end
    end
endmodule
module fourb_upcount(input clk, rst, output [3:0] Q);
  jkfflop first(1'b1 , 1'b1 , clk , rst , Q[0]);
  jkfflop second(Q[0], Q[0], clk , rst, Q[1]);
  jkfflop third(Q[0] & Q[1] , Q[0] & Q[1] , clk , rst , Q[2]);
  jkfflop fourth(Q[0] & Q[1] & Q[2], Q[0] & Q[1] & Q[2] , clk ,rst, Q[3]);
endmodule
module upcounterTB;
  reg CLK = 0, rst = 1;
  wire[3:0] Q;
  fourb_upcount UUT(CLK ,rst, Q);
  initial 
    begin
        $monitor($time," Q=%d, rst=%d\n",Q,rst);    
    end
  initial 
    repeat(40) 
        #50 CLK=~CLK;
  initial 
    #70 rst = 0;     
endmodule
```
**/design/flow/run.sh**
```bash
#!/bin/bash
# OpenROAD 26Q1-2900-gdf79404cd8, Yosys 0.63+post, stock flow scripts
make -C /OpenROAD-flow-scripts/flow DESIGN_CONFIG=/design/flow/config.mk WORK_HOME=/design/flow/orfs finish
```
**/design/flow/config.mk**
```make
export PLATFORM = sky130hd
export DESIGN_NAME = fourb_upcount
export DESIGN_NICKNAME = fourb_upcount
export VERILOG_FILES = /design/flow/design.v
export SDC_FILE = /design/flow/constraint.sdc
export NUM_CORES = 4
export LEC_CHECK = 1
export CORE_AREA = 10 10 70 70
export DIE_AREA = 0 0 80 80
```
**/design/flow/constraint.sdc**
```tcl
current_design fourb_upcount

set clk_period 1.2
set clk_io_pct 0.2

create_clock -name clk0 -period $clk_period [get_ports {clk}]

set non_clock_inputs [all_inputs -no_clocks]
set_input_delay [expr $clk_period * $clk_io_pct] -clock clk0 $non_clock_inputs
set_output_delay [expr $clk_period * $clk_io_pct] -clock clk0 [all_outputs]
```
==> qor_table.md <==
| Result | Value | Unit |
|---|---|---|
| Gate count of the mapped netlist | 18 | - |
| # port buffers | 5 | - |
| Gr usage total | 0.0114 | - |
| Slack of the critical path | 172 | ps |
| Worst stage delay on the critical path | 310 | ps |
| Slew HR | 0.923 | - |
| Drt drc | 0 | - |
| Placed cell areas | 293 | µm² |
| Yosys warnings | 1 | - |
| Number of I/O pins | 6 | - |
| Maximum level of the CTS H-tree | 1 | - |
| Setup Crit Path Kind | flop to primary output | - |
| Cell Rows | 21 | - |
| Routed wirelength normalized by instance count | 5.61 | µm |
| Total leakage power | 0.143 | nW |
| DR iter-0 viols | 14 | - |
| Pre-antenna DRT Iters | 2 | - |
| Power density normalized to cell area | 1140 | mW/mm² |
| Total inserted antenna cells | 0 | - |
| Horizontal extent of the die | 80 | µm |
| Ordered cell list for the critical path | dlygate4sd2_1 | - |
| Total count of max-transition violations in the final report | 0 | - |
| Largest vdd supply drop | 0.000167 | V |
| Post-DP HPWL | 300 | µm |
| Wire length of the first global-routing pass | 621 | µm |
| Actual slew at the worst max-slew pin | 114 | ps |
| Most used logic cell in the final layout | sky130_fd_sc_hd__buf_4 | - |
| Path length in cells of the critical path | 1 | - |
| Delay-heaviest family, CP | flip-flops | - |
| Overall power consumption | 377 | µW |
| Fraction of post-synthesis cell area in the top cell type by area | 0.432 | - |
| Count of buffering cells on the critical path with inverters included | 1 | - |
| Final worst-path cycle share | 0.856 | - |
| Setup violators final | 0 | - |
| Cell variety after synth | 10 | - |
| Number of hold-slack violations in the final timing report | 0 | - |
| Cells in synth_stat.txt | 18 | - |
| Outcome | complete, no violations | - |
| Clock slew seen by the registers of the worst setup and hold paths | 40 | ps |
| Number of global-route vias before repair | 157 | - |
| RSZ-0062 raised after global routing | no | - |
| Fraction of final layout cells sized beyond drive strength 1 | 0.571 | - |
| CP required | 960 | ps |
| Floorplan Utilization | 0.0542 | - |
| Min-delay worst type | flop to flop | - |
| Worst Reg2Reg Path Length in Cells | 3 | - |
| Insertion delay of the later-clocked pin in the worst-skew pair | 250 | ps |
| Clock buffer count from CTS | 3 | - |
| Post-Synthesis Cell Area | 185 | µm² |
| Library cell occupying the most area in the post-synthesis netlist | sky130_fd_sc_hd__dfxtp_1 | - |
| Total Wirelength | 415 | µm |
| Global-route congestion overflow total | 0 | - |
| Highest clock rate | 973 | MHz |
| Die Span Y | 80 | µm |
| Total number of clock tree sinks | 4 | - |
| Total cell area reported by yosys after synthesis | 185 | µm² |
| Top Layout Cells | sky130_fd_sc_hd__buf_4, sky130_fd_sc_hd__dfxtp_2, sky130_fd_sc_hd__dlygate4sd2_1, sky130_fd_sc_hd__nor2_1, sky130_fd_sc_hd__clkbuf_4 | - |
| CP max-delay cell | sky130_fd_sc_hd__dfxtp_2 | - |
| Max Clock Skew | 6.12 | ps |
| Setup crit end kind | primary output | - |
| Die area | 0.00640 | mm² |
| Mean post-synth cell area | 10.3 | µm² |
| Register area share after synthesis | 0.432 | - |
| Number of antenna-violating nets in the routed design | 0 | - |
| CTS Root Cell | sky130_fd_sc_hd__clkbuf_4 | - |
| Pin count of the biggest net entering global routing | 6 | - |
| Crit start category | flop | - |
| Time the final worst path needs with I/O delays and setup | 1030 | ps |
| Synth area leaders | sky130_fd_sc_hd__dfxtp_1, sky130_fd_sc_hd__buf_4, sky130_fd_sc_hd__mux2_4 | - |
| TritonCTS clock tree | yes | - |
| Worst slack after detailed placement | -63.2 | ps |
| Total vias in the final route | 159 | - |
| Post-route standard cell area excluding fillers | 330 | µm² |
| Maximum clock path buffer count | 2 | - |
| Number of cells traversed by the worst hold path | 2 | - |
| Vias per cell | 2.15 | - |
| Area growth from synthesis to final layout | 78.4 | % |
| Arrival time at the worst endpoint | 790 | ps |
| Placer Congestion | 0.548 | - |
| Antenna violations before repair | 0 | - |
| Maximum fanout along the worst path | 2 | - |
| Flops out of synthesis | 4 | - |
| Tally of max-capacitance violations | 0 | - |
| Tool warnings | 25 | - |
| Placeable core region | 0.00342 | mm² |
## metal layers
layer | track usage | wire, µm | up-vias
met5 | 0 | 0 | -
met4 | 0.0106 | 31 | 0
met3 | 0.00568 | 39 | 4
met2 | 0.0177 | 184 | 8
met1 | 0.0107 | 159 | 72
li1 | - | - | 75
## flip-flops by register name, indices dropped and copies added (netlist names)
signal    count
first.Q       1
second.Q      1
fourth.Q      1
third.Q       1
## path summary, 6_finish.rpt
path            start  endpoint  slack (ps)
max reg2reg  fourth.Q  fourth.Q         260
min           first.Q   first.Q         520
max          fourth.Q      Q[3]         170
min reg2reg   first.Q   first.Q         520
## logic make-up after synthesis
kind of cell	share of synthesized area
and+or+nand+nor	0.196
DFF	0.432
buffers and inverters	0.162
AOI/OAI and AO/OA	0.0811
xor gates and xnor gates	0.0473
muxes	0.0811
## layout make-up
type / count / area, µm²
flip-flops and latches: 4 / 85.1
well taps: 46 / 57.6
clock buffers: 3 / 22.5
fillers: 402 / 3090
repair buffers: 11 / 90.1
multi-input cells: 10 / 75.1
## report_power, final
part / internal [mW] / leakage [nW] / switching [mW]
logic: 0.0341 / 0.0947 / 0.0190
clock network: 0.112 / 0.0138 / 0.0645
registers: 0.144 / 0.0343 / 0.00347
total: 0.290 / 0.143 / 0.0870
## Yosys cell counts, drive strengths merged
cell type and instances:
nand3b 1, and2b 1, nor2 3, mux2 1
nand3 1, xnor2 1, dfxtp 4, buf 4
a21oi 1, a21bo 1
## what timing repair did
action / CTS / global route
gates resized: 8 / 0
hold buffers: 0 / 0
buffers inserted: 2 / 0
setup endpoints to repair: 4 / 0
## metrics by stage
| stage | util | std cells | hold WS (ps) | setup TNS, ps |
|---|---|---|---|---|
| after floorplan | - | 18 | 307 | 0 |
| after global placement | 0.0857 | 69 | 534 | -51.5 |
| after detailed placement | 0.0857 | 69 | 546 | -63.2 |
| after CTS | 0.0967 | 74 | 526 | 0 |
| after global routing | 0.0967 | 74 | 551 | 0 |
| final | 0.0967 | 74 | 520 | 0 |
No activity file was given, so power comes from the tool's default toggle rates.
